===== ./run.sh =====
#!/bin/bash
# OpenROAD 26Q1-2900-gdf79404cd8, Yosys 0.63+post, stock flow scripts
make -C /OpenROAD-flow-scripts/flow DESIGN_CONFIG=/design/flow/config.mk WORK_HOME=/design/flow/orfs finish

===== ./config.mk =====
export PLATFORM = sky130hd
export DESIGN_NAME = RandomGen
export DESIGN_NICKNAME = RandomGen
export VERILOG_FILES = /design/flow/design.v
export SDC_FILE = /design/flow/constraint.sdc
export NUM_CORES = 4
export LEC_CHECK = 1
export CORE_AREA = 10 10 80 80
export DIE_AREA = 0 0 90 90

===== ./design.v =====
module RandomGen(
    input Clk,           
    input Rst,           
    output reg [12:0] RandomValue  
);
always @(posedge Clk) begin
    if (Rst == 1) begin
        RandomValue <= 13'd1000;   
    end
    else begin
        if (RandomValue >= 13'd3000) begin
            RandomValue <= 13'd1000;   
        end
        else begin
            RandomValue <= RandomValue + 1;  
        end
    end
end
endmodule

===== ./constraint.sdc =====
current_design RandomGen

set clk_period 2.0
set clk_io_pct 0.2

create_clock -name clk0 -period $clk_period [get_ports {Clk}]

set non_clock_inputs [all_inputs -no_clocks]
set_input_delay [expr $clk_period * $clk_io_pct] -clock clk0 $non_clock_inputs
set_output_delay [expr $clk_period * $clk_io_pct] -clock clk0 [all_outputs]

==> impl_metrics.csv <==
group,metric,value,unit
status,outcome,"finished clean",
route,dr.pass1.iters,4,
setup_path,startpoint_type,"register",
pwr,leakage,0.000290,uW
logic_synthesis,synth_top_cell_by_count,"dfxtp_1",
final_layout,top_regs,"RandomValue: 13 flops",
clock_network,htreeDepth,1,
grt,grt_overflow_total,0,
clock_network,clockBufferDepth,2,
sta,hold_viol,0,
pwr,total_power,512,uW
floorplan,num_rows,25,
logic_synthesis,common_cells,"13 x dfxtp_1, 5 x o21ai_0, 4 x inv_1, 4 x nand3_1, 4 x nor2_1",
floorplan,coreArea,4720,um2
min_path,worstHoldStart,"RandomValue[10]",
min_path,hold_class,"register to register",
floorplan,io_pins,15,
setup_path,cp_slowest_cell,"clkdlybuf4s50_1",
grt,grt_pass1_wl,2.39,mm
final_layout,syn_to_final_growth,49.2,%
setup_path,endpoint_kind,"primary output",
sta,whs,514,ps
setup_path,reg2reg_from,"RandomValue[0]",
clock_network,ctsHoldBuffers,0,
final_layout,stdcell_count,146,
setup_path,cp-startpoint,"RandomValue[4]",
setup_path,crit_buf_inv,1,
setup_path,crit_path_max_fanout,7,
clock_network,post_cts_buffers,0,
setup_path,critPathKind,"register to primary output",
route,diodes,0,
place,hpwlAfterDp,1.13,mm
clock_network,root_buffer,"clkbuf_8",
pwr,cellPowerDensity,611,nW/um2
clock_network,cts_tree,"done",
logic_synthesis,edf_count,0,
pwr,ir_drop,0.293,mV
clock_network,cts_sinks,13,
final_layout,drive_above_1_share,10.1,%
final_layout,nFillCells,523,
logic_synthesis,ys_cells,60,
logic_synthesis,synthCells,60,
clock_network,ctsResizeCount,0,
floorplan,die_w,90,um
flow_run,timing.max_cap.violations,0,
grt,grt_pass1_vias,454,
setup_path,critPathTopFamily,"buffers and inverters",
logic_synthesis,numSynthFlops,13,
sta,drv_slew,0,
floorplan,fp_util,11.9,%
setup_path,crit_required,1600,ps
route,ant_nets,0,
setup_path,cp_slowest_stage_delay,530,ps
floorplan,dieHeight,90,um
sta,max_freq,0.608,GHz
logic_synthesis,yosys_area,562,um2
logic_synthesis,syn_area,562,um2
place,gp_congestion,0.728,
logic_synthesis,top_area_cell,"dfxtp_1",
final_layout,largest_reg_flops,13,
grt,groute.usage.overall,3.52,%
logic_synthesis,yosys_warnings,1,
route,vias,492,
place,io_buffer_count,14,
logic_synthesis,topCellsByArea,"dfxtp_1 46%, ha_1 4.5%, o21ai_0 4.5%",
floorplan,chipArea,8100,um2
route,via_per_inst,3.37,
logic_synthesis,syn_avg_cell_area,9.36,um2
sta,min_period,1640,ps
route,wl_per_cell,9.77,um
logic_synthesis,ff_type,"dfxtp_1",
sta,timing.final.crit_share,82.2,%
logic_synthesis,async_flop_share,0,%
route,drcViolationCount,0,
clock_network,clk_pin_slew,50,ps
route,drt_iter0_markers,46,
sta,setup_viol,0,
clock_network,clkLatencyLatePin,240,ps
route,wl,1.43,mm
place,post-place-cells,142,
setup_path,crit_chain,"clkdlybuf4s50_1",
logic_synthesis,synth.top_cell.area_share,46.3,%
sta,finClkSkew,2.28,ps
setup_path,crit_arrival,1240,ps
logic_synthesis,ys_seq_share,46.3,%
sta,rsz0062_at_grt,"false",
flow_run,warning_count,27,
sta,final.setup.tns,0,ps
clock_network,cts-buffers-inserted,3,
final_layout,regMostFlops,"RandomValue",
grt,antenna_found_initial,0,
logic_synthesis,yosysUniqueCellTypes,25,
grt,grt_max_degree,11,
==> area by class of cell <==
type,count,area (um2),area share [%]
Sequential cell,13,260,31.0
Tap cell,67,83.8,10.0
Clock buffer,4,45.0,5.37
Inverter,4,15.0,1.79
Timing Repair Buffer,15,148,17.6
Multi-Input combinational cell,43,287,34.2
==> power breakdown <==
group	internal (uW)	total [uW]	switching, uW
combinational	10.5	17.1	6.68
sequential	262	266	4.12
clock	140	229	88.5
==> stage by stage <==
stage / setup WS, ps / util [%] / instance area (um2)
floorplan: 589 / - / 562
global placement: 336 / 16.8 / 793
detailed placement: 328 / 16.8 / 793
CTS: 325 / 17.7 / 838
global route: 295 / 17.7 / 838
finish: 356 / 17.7 / 838
==> cells by family after synthesis <==
kind of cell    after synthesis  share of synthesized area (%)
flops                        13                           46.3
other cells                   1                          0.668
buf+inv                       4                           2.67
simple gates                 22                           24.7
fa+ha+maj                     2                           4.45
xor+xnor                      2                           3.12
compound gates               16                           18.0
==> final timing paths <==
check,endpoint,slack (ps),cells past startpoint
worst min register to register,RandomValue[10],510,2
worst max register to register,RandomValue[8],430,4
worst max-delay path,RandomValue[4],360,1
worst min-delay path,RandomValue[10],510,2
==> placed cells by master (no fill, tap or decap), types with 2 or more instances in the layout <==
cell,count
clkdlybuf4s50_1,14
dfxtp_1,13
o21ai_0,5
inv_1,4
nor2_1,4
nand3_1,4
a31oi_1,3
clkbuf_8,3
nand4_1,2
o21a_1,2
nor4_1,2
o31ai_1,2
or4_1,2
a21oi_1,2
xnor2_1,2
ha_1,2
==> metal layers <==
layer | track usage [%] | vias to the layer above | share of wire, %
li1 | - | 261 | -
met1 | 4.39 | 225 | 48
met2 | 5.87 | 6 | 49
met3 | 1.34 | 0 | 3.0
met4 | 0.265 | 0 | 0
met5 | 0 | - | 0
Power figures rest on the tool's default switching activity, not on a simulated workload.
