==> design/flow/design.v <==
module ClkDiv(
    input Clk,      
    input DivRst,   
    output reg ClkMS = 0   
);
parameter DividerCount = 50000;   
reg [26:0] counter = 0;
always @(posedge Clk) begin
    if (DivRst == 1) begin
        counter <= 0;
        ClkMS <= 0;
    end
    else begin
        if (counter == DividerCount - 1) begin
            counter <= 0;
            ClkMS <= ~ClkMS;   
        end
        else begin
            counter <= counter + 1;
        end
    end
end
endmodule
==> design/flow/run.sh <==
#!/bin/bash
# OpenROAD 26Q1-2900-gdf79404cd8, Yosys 0.63+post, stock flow scripts
make -C /OpenROAD-flow-scripts/flow DESIGN_CONFIG=/design/flow/config.mk WORK_HOME=/design/flow/orfs finish
==> design/flow/config.mk <==
export PLATFORM = sky130hd
export DESIGN_NAME = ClkDiv
export DESIGN_NICKNAME = ClkDiv
export VERILOG_FILES = /design/flow/design.v
export SDC_FILE = /design/flow/constraint.sdc
export NUM_CORES = 4
export LEC_CHECK = 1
export CORE_AREA = 10 10 90 90
export DIE_AREA = 0 0 100 100
==> design/flow/constraint.sdc <==
current_design ClkDiv

set clk_period 5.4
set clk_io_pct 0.2

create_clock -name clk0 -period $clk_period [get_ports {Clk}]

set non_clock_inputs [all_inputs -no_clocks]
set_input_delay [expr $clk_period * $clk_io_pct] -clock clk0 $non_clock_inputs
set_output_delay [expr $clk_period * $clk_io_pct] -clock clk0 [all_outputs]
==> impl_metrics.toml <==
# physical design summary
[place]
io_buffers = 2
pre_cts_ws_ns = 3.21
detailed_place_hpwl_um = 1690
finalWeightedCongestion = 0.798

[yosys]
synth_area_sq_um = 1330
ys.flops = 28
yosys_warnings = 1
edf_count = 0
syn_avg_cell_area_sq_um = 8.71
sequential_to_total_area_share_from_yosys_stat = 0.421
synth_stat.cells = 153
yosys.stat.chipArea_sq_um = 1330
number_of_instances_in_the_synthesized_netlist = 153
async_reset_ff_frac = 0
yosys.cell_types.count = 32
dominantRegCellSynth = "sky130_fd_sc_hd__dfxtp_1"

[min_path]
hold_class = "reg2reg"

[clock_network]
clock_tree.root_cell = "sky130_fd_sc_hd__clkbuf_8"
cts_tree = "built"
htreeDepth = 1
cts.hold.buffers_added = 0
post_cts_buffers = 0
cts.path.max_buffers = 2
worstSkewPairLatency_ns = 0.28
post_cts_resized = 0
cts_num_sinks = 28
number_of_clock_buffers_inserted_by_tritoncts = 3
path_clk_slew_ns = 0.10

[power]
total_switching_power_mw = 0.0754
combPwrFrac = 0.021
internal_power_mw = 0.311
netSwitchingFraction = 0.195
power.share.sequential = 0.546
power_leakage_nw = 0.420
pwr_density_cell_nw_per_um2 = 259
pwr-share-clk = 0.433
worst_ir_drop_vdd_uv = 87.0

[detailed_routing]
avgViaCountPerCell = 4.67
detail_route.first_pass.iterations = 4
diodes = 0
drt_wl_total_um = 2570
num_vias = 1074
count_of_routing_violations_after_the_opening_detailed_route_iteration = 94
drc = 0
routed_wire_length_per_instance_um = 11.2
antenna_violating_nets_remaining = 0

[setup_path]
regToRegSetupSlack_ns = 3.19
worst-r2r-cell-count = 5
worst-endpoint-required_ns = 5.62
crit_path_max_fanout = 13
critPathLaunch = "counter[0]$_SDFF_PP0_"
r2r-start = "counter[0]$_SDFF_PP0_"
path_class = "reg2reg"
critPathArrivalTime_ns = 2.43
worst_setup_path_end_kind = "flip-flop"
worst_setup_path_endpoint = "counter[26]$_SDFF_PP0_"
r2r_end = "counter[26]$_SDFF_PP0_"
critPathLaunchType = "flip-flop"

[floorplanning]
core_sq_um = 6280
die_height_um = 100
fp_util = 0.212
placement_rows = 29
die.size.x_um = 100
die_area_sq_um = 10000
floorplan.io_pins = 3

[sta]
worst_slew_margin_rel = 0.727
report.final.hold_viol_count = 0
final-max-slew-violation-count = 0
fin_setup_tns_ns = 0
finalCritPeriodShare = 0.409
finalCriticalPeriod_ns = 2.21
clock.fmax_mhz = 453
clock_skew_ns = 0.00602
worst-slew-pin-transition_ns = 0.406
layout_setup_ws_ns = 3.19
rsz0062_at_grt = "false"
setup-violations-final = 0

[global_routing]
first_global_vias = 1013
antenna_found_initial = 0
grt_first_pass_wirelength_um = 4640
grt_max_degree = 28
grt_overflow_total = 0
track_usage = 0.0530

[final_layout]
share_of_cells_above_drive_strength_1 = 0.0719
area_growth_pct = 11.7

[flow_run]
tool_warnings = 25
timing.max_cap.violations = 0

[status]
result_of_the_run = "completed"
==> cell usage after synthesis, types with 2 or more instances <==
master                    count  area share
sky130_fd_sc_hd__xnor2_1     10       0.066
sky130_fd_sc_hd__inv_1        3      0.0085
sky130_fd_sc_hd__nand4_1      6       0.028
sky130_fd_sc_hd__o21ai_0      5       0.019
sky130_fd_sc_hd__nand2_1     11       0.031
sky130_fd_sc_hd__dfxtp_1     28        0.42
sky130_fd_sc_hd__buf_2        4       0.015
sky130_fd_sc_hd__nor4_1       6       0.028
sky130_fd_sc_hd__or4_4        2       0.017
sky130_fd_sc_hd__or4_1        6       0.034
sky130_fd_sc_hd__nor3_1       2      0.0075
sky130_fd_sc_hd__nand3_1      7       0.026
sky130_fd_sc_hd__nor2_1      18       0.051
sky130_fd_sc_hd__or3_1        7       0.033
sky130_fd_sc_hd__o41ai_1      2       0.013
sky130_fd_sc_hd__a21oi_1     12       0.045
sky130_fd_sc_hd__o31ai_1      6       0.034
sky130_fd_sc_hd__and4_1       2       0.013
sky130_fd_sc_hd__xor2_1       3       0.020
==> power groups by stage <==
| stage | Sequential, mW | Combinational (mW) | Clock, mW |
|---|---|---|---|
| 6_report | 0.211 | 0.00827 | 0.167 |
| 5_1_grt | 0.211 | 0.00943 | 0.177 |
| 4_1_cts | 0.211 | 0.00837 | 0.169 |
==> routing by layer <==
| layer | vias up | wire (um) | GRT usage |
|---|---|---|---|
| li1 | 565 | - | - |
| met1 | 489 | 1400 | 0.0792 |
| met2 | 15 | 1040 | 0.0781 |
| met3 | 5 | 90 | 0.0132 |
| met4 | 0 | 39 | 0.00543 |
| met5 | - | 0 | 0 |
==> layout make-up <==
cell class                      count  area [sq um]
Fill cell                         664          4790
Multi-Input combinational cell    115           722
Sequential cell                    28           561
Tap cell                           77          96.3
Clock buffer                        3          41.3
Clock inverter                      1          30.0
Timing Repair Buffer                3          27.5
Inverter                            3          11.3
==> kinds of logic (layout without fill, tap and decap cells) <==
kind of cell / count (synthesis) / count (layout) / share of synthesized area
AND/OR/NAND/NOR: 74 / 74 / 0.321
flip-flops: 28 / 28 / 0.421
AND-OR/OR-AND: 27 / 27 / 0.126
XOR/XNOR: 13 / 13 / 0.0854
buffers and inverters: 10 / 10 / 0.0376
adder cells (fa/ha/maj): 1 / 1 / 0.00939
==> stage by stage <==
stage          hold WS (ns)   util  total power [mW]  instance area, sq um  instances
3_3_place_gp          0.476  0.226             0.224                  1420        226
3_5_place_dp          0.480  0.226             0.224                  1420        226
2_1_floorplan         0.439      -             0.221                  1330        153
5_1_grt               0.515  0.237             0.398                  1490        230
6_report              0.489  0.237             0.386                  1490        230
4_1_cts               0.496  0.237             0.388                  1490        230
==> state kept, by name (all words and copies together), names as in the netlist <==
name and count:
ClkMS 1, counter 27
==> worst max-delay path: stages (launching register included) <==
cell                      delay [ns]
sky130_fd_sc_hd__dfxtp_1        0.43
sky130_fd_sc_hd__ha_1           0.23
sky130_fd_sc_hd__nand3_1        0.18
sky130_fd_sc_hd__or3_1          0.60
sky130_fd_sc_hd__or4b_1         0.56
sky130_fd_sc_hd__a21oi_1        0.15
==> how the worst min path moves through the flow <==
| stage | startpoint | end | slack (ns) | cells after the start |
|---|---|---|---|---|
| 6_report | ClkMS$_SDFFE_PP0N_ | ClkMS$_SDFFE_PP0N_ | 0.49 | 2 |
| 5_1_grt | counter[26]$_SDFF_PP0_ | counter[26]$_SDFF_PP0_ | 0.52 | 2 |
| 4_1_cts | ClkMS$_SDFFE_PP0N_ | ClkMS$_SDFFE_PP0N_ | 0.50 | 2 |
==> layout by cell type, fill, tap and decap left out, drive strengths merged, types with 3 or more instances in the layout <==
cell type / count
nor4: 6
xnor2: 10
xor2: 3
nand3: 7
o21ai: 5
or4: 8
or3: 7
nand4: 7
nor2: 18
dfxtp: 28
nand2: 11
a21oi: 13
clkbuf: 3
inv: 3
o31ai: 6
No activity file was given, so power comes from the tool's default toggle rates.
